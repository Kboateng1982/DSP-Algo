[design.v]
module sp_ram8x16 
# (	parameter DATA_WIDTH = 16 ,
	parameter ADDR_WIDTH = 3 ,
	parameter RAM_DEPTH = 1 << ADDR_WIDTH
)
(
input 		wire 					wclk,  
input 		wire [ADDR_WIDTH-1:0] 	addr,  
input 		wire [DATA_WIDTH-1:0] 	d_in,  
input       wire                    we,  
output      logic [DATA_WIDTH-1:0]    d_out  
); 
logic [DATA_WIDTH-1:0] mem_array [0:RAM_DEPTH-1];
logic [ADDR_WIDTH-1:0] read_a; 
always_ff @ (posedge wclk)
begin : MEM_WRITE
   if (we) 
   begin
       mem_array[addr] <= d_in;
	   read_a <= addr;  
   end
end
assign d_out = mem_array[read_a]; 
endmodule : sp_ram8x16 
[run.sh]
#!/bin/bash
# OpenROAD 26Q1-2900-gdf79404cd8, Yosys 0.63+post, stock flow scripts
make -C /OpenROAD-flow-scripts/flow DESIGN_CONFIG=/design/flow/config.mk WORK_HOME=/design/flow/orfs finish
[config.mk]
export PLATFORM = sky130hd
export DESIGN_NAME = sp_ram8x16
export DESIGN_NICKNAME = sp_ram8x16
export VERILOG_FILES = /design/flow/design.v
export SDC_FILE = /design/flow/constraint.sdc
export NUM_CORES = 4
export LEC_CHECK = 1
export CORE_UTILIZATION = 30
[constraint.sdc]
current_design sp_ram8x16

set clk_period 3.6
set clk_io_pct 0.2

create_clock -name clk0 -period $clk_period [get_ports {wclk}]

set non_clock_inputs [all_inputs -no_clocks]
set_input_delay [expr $clk_period * $clk_io_pct] -clock clk0 $non_clock_inputs
set_output_delay [expr $clk_period * $clk_io_pct] -clock clk0 [all_outputs]
==> ci_impl_report.md <==
## PnR job results

| Metric | Value |
|---|---|
| Status | `finished clean` |
| Total congestion overflow after global routing | `0` |
| 1st-iter DRT viols | `about 150` |
| IR Drop Worst-Case VDD | `around 370 uV` |
| IO buf count | `36` |
| Transition at the pin with the smallest max-transition slack | `~0.42 ns` |
| Total power divided by cell area | `around 590 nW/um2` |
| Crit path capture | `d_out[1]` |
| Maximum number of pins on one net before global-route repair | `33` |
| Synth warn | `1` |
| Cell count listed in synth_stat.txt | `approximately 210` |
| Antenna Nets Post-Route | `0` |
| Final worst path period need | `about 3.3 ns` |
| Final number of hold-violating endpoints | `0` |
| Top area cell types | `sky130_fd_sc_hd__edfxtp_1, sky130_fd_sc_hd__mux4_1, sky130_fd_sc_hd__mux2_2, sky130_fd_sc_hd__mux4_2, sky130_fd_sc_hd__dfxtp_1` |
| Number of instances in the synthesized netlist | `between 200 and 250` |
| Number of slew-limit violations in the final report | `0` |
| Number of antenna repair diodes | `0` |
| Area leader share | `between 70 and 80%` |
| DPL Wire Length | `approximately 4900 um` |
| P_leak | `roughly 2.1 nW` |
| Hold_buf cts | `0` |
| Horiz. Die Dim | `between 100 and 150 um` |
| Total number of vias | `2,287` |
| Count of unique library cells instantiated by Yosys | `15` |
| Tool warnings | `25` |
| Number of buffers inserted by post-CTS setup repair | `0` |
| Biggest area consumer among synthesized cells | `sky130_fd_sc_hd__edfxtp_1` |
| Average detailed-routed wire length per instance | `18.1 um` |
| Fin Hold WS | `~0.48 ns` |
| Area of the placeable core | `between 15,000 and 20,000 um2` |
| Proportion of register bits with asynchronous set or reset after synthesis | `0%` |
| Synth top cell by count | `sky130_fd_sc_hd__edfxtp_1` |
| Depth of the most critical reg-to-reg path | `1` |
| Class of the most critical hold timing path | `flip-flop to flip-flop` |
| Number of inserted filler cells in the final layout | `roughly 1,500` |
| Buffer type at the clock tree root | `sky130_fd_sc_hd__clkbuf_16` |
| Worst Clk Skew | `between 0.004 and 0.005 ns` |
| Area Growth Syn to Fin | `24.5%` |
| Flop area | `around 4000 um2` |
| Post-route DRC | `0` |
| Average size of a mapped cell | `24.8 um2` |
| TritonCTS Buffers | `17` |
| Count of state elements after synthesis | `approximately 130` |
| Height of the die | `~130 um` |
| Commonest cells in the synthesized netlist | `sky130_fd_sc_hd__edfxtp_1, sky130_fd_sc_hd__mux4_1, sky130_fd_sc_hd__mux2_2` |
| Highest attainable clock frequency | `about 300 MHz` |
| Insertion delay to the later sink of the worst-skew pair | `0.40 ns` |
| Global-route wire length before repair | `approximately 14,000 um` |
| Max cap viols | `0` |
| WP data required | `between 2 and 3 ns` |
| Chip area line of the yosys report | `5150 um2` |
| Share of the cycle needed by the critical path after routing | `91.7%` |
| Die Outline Area | `approximately 18,000 um2` |
| Data arrival, critical path | `2.58 ns` |
| Depth of the CTS H-tree | `4` |
| Post-CTS sizing | `0` |
| Launch point of the worst reg-to-reg path | `read_a[0]$_DFFE_PP_` |
| Clock Sinks | `134` |
| Clk pin slew, worst setup/hold paths | `0.06 ns` |
| Pre-antenna DRT Iters | `6` |
| DRT Wirelength | `roughly 9000 um` |
| Antenna violations before repair | `0` |
| RSZ-0062 raised after global routing | `no` |
| Gpl congestion | `0.689` |
| Most common reg cell | `sky130_fd_sc_hd__edfxtp_1` |
| Routed via count divided by cell count | `~4.6` |
| Peak fanout along the critical path | `13` |
| Number of flops mapped to enable cells by yosys | `about 130` |
| Sort of element at the start of the critical path | `flip-flop` |
| Setup slack, reg-to-reg | `between 2 and 3 ns` |
| Share of the yosys chip area belonging to registers | `around 77%` |
| Fin Setup TNS | `0 ns` |
| Ratio of cells with drive above 1 in the final layout | `around 23%` |
| Count of endpoints failing setup in the final report | `0` |
| Synthesized cell area | `approximately 5200 um2` |
| Global-route usage over all layers | `a little under an eighth` |
| Placement row count | `between 40 and 50` |
| Maximum count of clock buffers along a single path | `2` |
| IO Count | `37` |
| Pre-placement core utilization | `~30%` |
| Area taken by multi-input logic gates | `about 1100 um2` |
| Kind of capture point of the worst setup path | `output port` |
| Vias in the first global route | `between 2,000 and 2,500` |
| Clock tree from TritonCTS | `built` |
| Critical path class | `flip-flop to output port` |
| Relative slew slack | `between 70% and 80%` |
per-stage QoR:
stage	worst slack [ns]	util, %	total power [mW]	area (um2)	instances
3_3_place_gp	0.706	34.9	2.08	5830	467
6_report	0.300	38.4	3.77	6420	498
4_1_cts	0.245	38.4	3.81	6420	498
2_1_floorplan	1.16	-	1.95	5150	208
3_5_place_dp	0.687	34.9	2.09	5830	467
5_1_grt	0.155	38.4	3.90	6420	498
area by class of cell:
| class | count | share of cell area [%] |
|---|---|---|
| flip-flops and latches | 134 | 62.2 |
| clock buffers | 19 | 6.74 |
| clock inverters | 12 | 2.49 |
| well taps | 220 | 4.29 |
| inverters | 1 | 0.0585 |
| multi-input cells | 64 | 17.2 |
| repair buffers | 48 | 7.02 |
per-layer routing:
metal	up-vias	share of wire, %	global-route usage (%)
li1	1025	-	-
met4	0	1.1	1.60
met2	124	46	16.5
met1	1127	39	15.3
met3	11	14	8.32
met5	-	0	0
how the worst min path moves through the flow:
stage | cells after the start | from | endpoint
4_1_cts | 1 | read_a[2]$_DFFE_PP_ | flip-flop
5_1_grt | 1 | read_a[2]$_DFFE_PP_ | flip-flop
6_report | 1 | read_a[2]$_DFFE_PP_ | flip-flop
cells by family (layout without fill, tap and decap cells):
kind of cell / after synthesis / after routing / share of synthesized area [%]
buffers and inverters: 10 / 80 / 1.33
AND-OR/OR-AND: 1 / 1 / 0.0970
AND/OR/NAND/NOR: 13 / 13 / 1.14
flip-flops: 134 / 134 / 77.5
multiplexers: 50 / 50 / 20.0
layout by cell type, fill, tap and decap left out, types with 2 or more instances in the layout:
| cell | count |
|---|---|
| sky130_fd_sc_hd__nand2b_1 | 3 |
| sky130_fd_sc_hd__nand2_1 | 2 |
| sky130_fd_sc_hd__clkdlybuf4s50_1 | 36 |
| sky130_fd_sc_hd__nor3_2 | 2 |
| sky130_fd_sc_hd__mux4_1 | 28 |
| sky130_fd_sc_hd__clkinv_2 | 4 |
| sky130_fd_sc_hd__edfxtp_1 | 131 |
| sky130_fd_sc_hd__clkbuf_16 | 17 |
| sky130_fd_sc_hd__mux2_2 | 18 |
| sky130_fd_sc_hd__dfxtp_1 | 2 |
| sky130_fd_sc_hd__nor2_1 | 6 |
| sky130_fd_sc_hd__mux4_2 | 4 |
| sky130_fd_sc_hd__clkinv_1 | 3 |
| sky130_fd_sc_hd__buf_4 | 12 |
| sky130_fd_sc_hd__bufinv_16 | 4 |
| sky130_fd_sc_hd__clkbuf_1 | 2 |
state kept, by name (all words and copies together), names as in the netlist, named ones only:
signal / cells
mem_array: 128
read_a: 3
worst max-delay path: stages (launching register included):
cell                              delay, ns
sky130_fd_sc_hd__dfxtp_2               0.58
sky130_fd_sc_hd__buf_4                 0.29
sky130_fd_sc_hd__mux4_1                0.60
sky130_fd_sc_hd__mux2_2                0.30
sky130_fd_sc_hd__clkdlybuf4s50_1       0.41
power breakdown:
part | leakage, nW | switching [mW] | internal [mW] | total (mW)
clock | 0.293 | 0.576 | 1.14 | 1.72
combinational | 0.623 | 0.102 | 0.162 | 0.264
sequential | 1.22 | 0.0157 | 1.77 | 1.79
total | 2.13 | 0.694 | 3.07 | 3.77
No activity file was given, so power comes from the tool's default toggle rates.
