**constraint.sdc**
```tcl
current_design my_cntr

set clk_period 1.3
set clk_io_pct 0.2

create_clock -name clk0 -period $clk_period [get_ports {sys_clk}]

set non_clock_inputs [all_inputs -no_clocks]
set_input_delay [expr $clk_period * $clk_io_pct] -clock clk0 $non_clock_inputs
set_output_delay [expr $clk_period * $clk_io_pct] -clock clk0 [all_outputs]
```
**config.mk**
```make
export PLATFORM = sky130hd
export DESIGN_NAME = my_cntr
export DESIGN_NICKNAME = my_cntr
export VERILOG_FILES = /design/flow/design.v
export SDC_FILE = /design/flow/constraint.sdc
export NUM_CORES = 4
export LEC_CHECK = 1
export CORE_AREA = 10 10 70 70
export DIE_AREA = 0 0 80 80
```
**design.v**
```verilog
module my_cntr
#(parameter WIDTH = 4)
(
 input 		wire 	[WIDTH-1:0] data,
 input 		wire 				reset,    
 input 		wire 				sys_clk,  
 input 		wire 				updn,     
 input      wire                load,     
 input      wire                ce,       
 output     reg    [WIDTH-1:0]  Q
);
reg [WIDTH-1:0] Count = 0; 
always_ff @ (posedge sys_clk)
begin
      if (reset) 
	  begin 
	      Count <= '0;
	  end 
	  else if (load) 
	  begin 
	       Count <= data;
	  end 
	  else if (ce)
         begin 	  
		        Count <= '0;
		    if (updn)   
			  begin 
					if(Count == '1)
						Count <= '0;
					else 
						Count <= Count + 1'b1;  
			 end 
            else        
			 begin 
					if(Count == '0)
						Count <= '1;
					else 
						Count <= Count - 1'b1;  
			 end 
		 end 
end 
assign Q = Count;
endmodule : my_cntr
```
**run.sh**
```bash
#!/bin/bash
# OpenROAD 26Q1-2900-gdf79404cd8, Yosys 0.63+post, stock flow scripts
make -C /OpenROAD-flow-scripts/flow DESIGN_CONFIG=/design/flow/config.mk WORK_HOME=/design/flow/orfs finish
```
==> flow_summary.yaml <==
# yosys + openroad results
status:
  status: "complete, but fails checks"
  failed_checks: "setup timing"
worst_setup_path:
  slowest_delay_ns: 0.36
  path_max_fanout: 4
  worstPathArrival_ns: 1.48
  worstPathCellList: "buf_6 -> or3_4 -> a221oi_2 -> o32ai_2"
  r2r_slack_ns: -0.07
  crit_type: "reg2reg"
  cp_slowest_cell: "or3_4"
  critPathRequiredTime_ns: 1.41
  cp-end-kind: "flop"
  cp-start-kind: "flop"
route:
  ant_nets: 0
  wire_per_inst_um: 9.86
  diodes: 0
  drt-initial-drc-count: 26
  vias_per_cell: 3.30
  drt-pass1-iter-count: 3
  drc: 0
  detailroute.via_count: 386
  routed_wl_um: 1150
sta:
  period_minus_slack_ns: 1.37
  fin_crit_sh_pct: 105
  slew_headroom_pct: 82.1
  finalSetupViolations: 5
  fin_ws_ns: -0.0680
  hold_violations: 0
  slew_viol_final: 0
  fin_worst_skew_ns: 0.00283
  hold_ws_ns: 0.647
  clock.fmax_ghz: 0.731
  tightest_slew_ns: 0.266
  rsz0062_at_grt: "yes"
floorplanning:
  die_w_um: 80
  die.size.y_um: 80
  row_count: 21
  dieArea_mm2: 0.00640
  design.core.area_mm2: 0.00342
  ios: 13
  fp_util_pct: 8.83
yosys:
  synthArstFlopShare_pct: 0
  yosys_warnings: 2
  ys_area_um2: 302
  topCellsByArea: "dfxtp_1 27%, xnor2_1 8.7%, ha_1 8.3%, a21oi_1 6.6%, a221oi_2 5.0%"
  yosys_cells: 37
  top_area_share_pct: 26.6
  syn-cell-area_um2: 302
  synthCells: 37
  synth_flop_count: 4
  edf_count: 0
  postSynthSeqShare_pct: 26.6
  ys.flop_type: "dfxtp_1"
  synth.avg_cell_area_um2: 8.15
  synth_cell_types: 21
  yosysTopAreaCell: "dfxtp_1"
grt:
  grt_pass1_vias: 397
  antenna_found_initial: 0
  gr-total-overflow: 0
  grt_pass1_wl_um: 1860
  grt_usage_pct: 3.71
  grt_max_degree: 9
power_and_ir_drop:
  ir_drop_mv: 0.210
  p_leak_nw: 0.332
  power.density_mw_per_mm2: 727
layout:
  final_core_util_pct: 21.7
  drive_gt1_share_pct: 53.5
  top_register: "Count"
  largest_reg_flops: 4
  reg_top3: "Count: 4 flops"
  synthToLayoutAreaGrowth_pct: 146
clock_network:
  cts_sinks: 4
  clk_pin_slew_ns: 0.04
  cts.path.max_buffers: 2
  clock_latency_ns: 0.23
  cts_inserted_buffers: 3
  clockRootBuffer: "clkbuf_4"
  htree_num_levels: 1
  holdBufCountCts: 0
  cts_tree: "done"
placement:
  hpwl_um: 746
  pre_cts_ws_ns: -0.219
  port_buffers: 12
  routabilityCongestion: 0.846
flow_run:
  max-cap-violations: 0
  openroad.warnings: 28
worst_hold_path:
  hold_class: "in2reg"
logic make-up after synthesis:
group | synth area share, %
compound gates | 25.3
simple gates | 18.7
buf+inv | 5.39
flops | 26.6
xor+xnor | 8.72
mux | 7.05
fa+ha+maj | 8.30
area by class of cell:
type | instances | area [µm²]
Fill cell | 379 | 2680
Multi-Input combinational cell | 29 | 273
Inverter | 3 | 13.8
Clock buffer | 3 | 22.5
Tap cell | 46 | 57.6
Sequential cell | 4 | 90.1
Timing Repair Buffer | 32 | 284
final timing paths:
| kind | from | cells past startpoint | to |
|---|---|---|---|
| worst max-delay path | Count[0] | 4 | Count[3] |
| worst min register to register | Count[3] | 3 | Count[3] |
| worst max register to register | Count[0] | 4 | Count[3] |
| worst min-delay path | data[0] | 3 | Count[0] |
per-stage QoR:
stage               total power [mW]  cells  TNS, ns  instance area [µm²]
detailed placement             0.304    104   -0.454                  549
global placement               0.300    104   -0.386                  549
CTS                            0.521    116   -0.149                  701
global route                   0.583    117   -0.391                  741
finish                         0.539    117   -0.155                  741
floorplan                      0.211     37        0                  302
where the power goes:
| part | total [mW] | internal, mW | switching, mW |
|---|---|---|---|
| registers | 0.146 | 0.135 | 0.0114 |
| logic | 0.240 | 0.154 | 0.0867 |
| clock network | 0.152 | 0.103 | 0.0493 |
| total | 0.539 | 0.391 | 0.147 |
what timing repair did:
action                                  in CTS  in global routing
buffers inserted                             9                  1
pin swaps                                    7                  7
gates resized                               23                  6
endpoints found under the setup margin       7                  5
per-layer routing:
metal	track usage (%)	vias to the layer above	part of all wire, %	wire (µm)
li1	-	203	-	-
met1	5.73	166	51	591
met2	3.37	15	33	376
met3	3.18	2	16	179
met4	0.704	0	0.61	7
met5	0	-	0	0
cells in the mapped netlist (all sizes together) (2+ instances only):
cell   n
a21oi  4
dfxtp  4
inv    3
nand2  3
nor2   3
xnor2  3
ha     2
o21ai  2
placed cells by master (no fill, tap or decap), types with 2 or more instances in the layout:
cell type / Yosys / final
inv_1: 3 / 2
ha_4: 0 / 2
clkdlybuf4s50_1: 0 / 8
dfxtp_4: 0 / 2
dlygate4sd2_1: 0 / 4
buf_4: 0 / 15
a21oi_1: 4 / 3
clkbuf_4: 0 / 3
dfxtp_2: 0 / 2
buf_6: 0 / 5
xnor2_2: 0 / 2
nand2_1: 3 / 2
nor2_1: 3 / 3
critical path: cells and delay by family (launching register included):
family          cells  cell delay (ns)
buf+inv             1             0.12
compound gates      2             0.42
simple gates        1             0.36
flops               1             0.35
Power and IR drop assume default switching activity.
