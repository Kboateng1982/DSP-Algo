$ cat run.sh
#!/bin/bash
# OpenROAD 26Q1-2900-gdf79404cd8, Yosys 0.63+post, stock flow scripts
make -C /OpenROAD-flow-scripts/flow DESIGN_CONFIG=/design/flow/config.mk WORK_HOME=/design/flow/orfs finish
$ cat design.v
module register
#(parameter DATA_WIDTH=16)
(
	input wire signed [DATA_WIDTH-1:0] datain,
	input wire sys_clock,
	input wire reset_n,
	input wire en_i,
	output logic signed [DATA_WIDTH-1:0] dataout
);
always_ff@ (posedge sys_clock or negedge reset_n)
	if (!reset_n)
	begin 
		dataout <= '0;
	end 
	else if (en_i) 
    begin 	
		dataout <= datain;
	end 
endmodule
$ cat constraint.sdc
current_design register

set clk_period 1.5
set clk_io_pct 0.2

create_clock -name clk0 -period $clk_period [get_ports {sys_clock}]

set non_clock_inputs [all_inputs -no_clocks]
set_input_delay [expr $clk_period * $clk_io_pct] -clock clk0 $non_clock_inputs
set_output_delay [expr $clk_period * $clk_io_pct] -clock clk0 [all_outputs]
$ cat config.mk
export PLATFORM = sky130hd
export DESIGN_NAME = register
export DESIGN_NICKNAME = register
export VERILOG_FILES = /design/flow/design.v
export SDC_FILE = /design/flow/constraint.sdc
export NUM_CORES = 4
export LEC_CHECK = 1
export CORE_AREA = 10 10 87 87
export DIE_AREA = 0 0 97 97
==> results.tsv <==
metric	value	unit
outcome	complete, no violations	
antenna_found_initial	0	
fp_util	11.51	%
crit_buf_inv	1	
worstSetupEndpointType	output port	
postCtsHoldBufs	0	
fin_util	20.05	%
worst_pin_slew	206.4	ps
ys.flops	16	
cts_tree	yes	
drt-pass1-iter-count	3	
clk_pin_slew_worst_paths	60	ps
critPathMaxStageDelay	480	ps
hold_violations	0	
drtIter0Drc	9	
place.gp.congestion	0.7426	
num_io_pins	35	
power.density	961.0	nW/um^2
tool_warnings	25	
ys_area	649.4	sq um
comb_area	217.7	sq um
clkLatencyLatePin	240	ps
netlist_area	649.4	sq um
ys_seq_share	61.66	%
finClkSkew	0	ps
syn-instance-count	34	
cts_buffer_depth	2	
met3_usage	3.510	%
start_kind	flop	
synth_stat.cells	34	
grt_first_pass_wirelength	2932	um
path_cells	clkdlybuf4s50_1	
relSlewSlack	86.24	%
ir_worst_vdd	0.0004328	V
tns	0	ps
cts_resized	0	
fin_cells	144	
cp.required	1200	ps
die_y	97	um
cts_buffers	3	
worst_path_max_delay_cell	clkdlybuf4s50_1	
via_count	419	
setup_ws	115.9	ps
chipWidth	97	um
fmax	722.5	MHz
wl_per_cell	12.06	um
postCtsSetupBuffers	0	
worstSetupPathType	reg -> out	
ctsHtreeMaxLevel	1	
ys_types	5	
avgSynthCellArea	19.10	sq um
use_met2	5.010	%
yosysWarnings	1	
grt_start_max_net_pins	17	
grt-ovfl-total	0	
drv_cap	0	
layout-drive-gt1-share	30.56	%
largest_register_ffs	16	
dp.cells	140	
fin_crit_sh	92.27	%
chipArea	9409	sq um
hold_path_class	in -> async	
setup_viol	0	
grt.total_usage	3.837	%
n_antenna_cell	0	
route.detailed.drc	0	
grt_busiest_layer	met2	
place_ws	38.40	ps
p_leak	0.4686	nW
worstPathMaxFanout	2	
fillCellCount	585	
crit_arrival	1080	ps
flop_area	400.4	sq um
gr-usage-met1	4.733	%
ant_nets	0	
routed_wl	1736	um
syn2layout_area_growth	74.18	%
top_register	dataout	
cts.sinks	16	
report.final.slew_viol_count	0	
cts-root-buf	clkbuf_8	
io_buffer_count	34	
core	5642	sq um
grt_pass1_vias	523	
finalCriticalPeriod	1384	ps
critPathTopFamily	buffers and inverters	
rsz0062_at_grt	false	
rows	27	
reg_top3	dataout x16	
vias_per_cell	2.910	
## metrics by stage
| stage | hold slack, ps | cell area (sq um) | total power [mW] |
|---|---|---|---|
| 2_1_floorplan | 4.409 | 649.4 | 0.5674 |
| 3_3_place_gp | 493.9 | 1076 | 0.7215 |
| 3_5_place_dp | 495.7 | 1076 | 0.7277 |
| 4_1_cts | 365.3 | 1131 | 1.116 |
| 5_1_grt | 402.4 | 1131 | 1.156 |
| 6_report | 367.7 | 1131 | 1.087 |
## cells in the mapped netlist
| cell | count | share of area, % |
|---|---|---|
| buf_12 | 1 | 3.1 |
| mux2_2 | 6 | 10 |
| buf_6 | 1 | 1.7 |
| mux2_4 | 10 | 23 |
| dfrtp_1 | 16 | 62 |
## layout by cell type (no fill, tap or decap)
master	synthesis	final
mux2_4	10	10
buf_12	1	1
mux2_2	6	6
buf_4	0	1
clkdlybuf4s50_1	0	34
clkbuf_8	0	4
dfrtp_1	16	16
## metal layers
metal / share of wire [%] / vias up
met5: 0 / -
met4: 0.46 / 0
met3: 19 / 2
met2: 36 / 31
met1: 44 / 192
li1: - / 194
## final timing paths
| check | endpoint | slack, ps | startpoint | depth (start not counted) |
|---|---|---|---|---|
| min in group clk0 | dataout[12]$_DFFE_PN0P_ | 510 | dataout[12]$_DFFE_PN0P_ | 1 |
| worst min register to register | dataout[12]$_DFFE_PN0P_ | 510 | dataout[12]$_DFFE_PN0P_ | 1 |
| worst max-delay path | dataout[7] | 120 | dataout[7]$_DFFE_PN0P_ | 1 |
| worst max register to register | dataout[7]$_DFFE_PN0P_ | 730 | dataout[7]$_DFFE_PN0P_ | 1 |
| worst min-delay path | dataout[12]$_DFFE_PN0P_ | 370 | reset_n | 2 |
| max in group asynchronous | dataout[10]$_DFFE_PN0P_ | 950 | reset_n | 2 |
## cell families (layout without fill, tap and decap cells)
family	after synthesis	count (layout)	synth area share [%]
buf+inv	2	40	4.817
flops	16	16	61.66
mux	16	16	33.52
## where the power goes
group          switching (mW)  internal [mW]  total (mW)  leakage, nW
clock                   0.139          0.232       0.371       0.0288
sequential             0.0253          0.475       0.501        0.187
combinational          0.0448          0.170       0.215        0.253
total                   0.209          0.878        1.09        0.469
## final cells by class
type,instances,area share (%)
Tap cell,72,7.965
Multi-Input combinational cell,16,19.25
Clock buffer,4,4.867
Sequential cell,16,35.40
Timing Repair Buffer,36,32.52
Power and IR drop assume default switching activity.
